### ./run.sh
#!/bin/bash
# OpenROAD 26Q1-2900-gdf79404cd8, Yosys 0.63+post, stock flow scripts
make -C /OpenROAD-flow-scripts/flow DESIGN_CONFIG=/design/flow/config.mk WORK_HOME=/design/flow/orfs finish
### ./config.mk
export PLATFORM = sky130hd
export DESIGN_NAME = half_img
export DESIGN_NICKNAME = half_img
export VERILOG_FILES = /design/flow/design.v
export SDC_FILE = /design/flow/constraint.sdc
export NUM_CORES = 4
export LEC_CHECK = 1
export CORE_UTILIZATION = 30
### ./constraint.sdc
current_design half_img

set clk_period 8.3
set clk_io_pct 0.2

create_clock -name clk0 -period $clk_period [get_ports {clk}]

set non_clock_inputs [all_inputs -no_clocks]
set_input_delay [expr $clk_period * $clk_io_pct] -clock clk0 $non_clock_inputs
set_output_delay [expr $clk_period * $clk_io_pct] -clock clk0 [all_outputs]
### ./design.v
function integer digits_b10;
    input integer value;
    begin 
        for (digits_b10 = 0; value >= 1; digits_b10 = digits_b10 + 1)
        begin
            value = value/10;
        end
    end 
endfunction
task write_int_b10_to_file;
input integer number, out_file;
integer i, j, temp;
begin
    for (i=digits_b10(number); i > 0; i=i-1)
    begin
        temp = number;
        for (j=1; j < i; j=j+1)
        begin
            temp = temp / 10;
        end
        $fwrite(out_file, "%c", "0"+(temp % 10) );
    end
end
endtask
module delay
# (
    parameter N = 3
)
(
    input clk,
    input ce,
    input [N-1:0]d,
    output reg [N-1:0]q
);
always @(posedge clk)
begin
    if(ce) begin q<=d; end
    else begin q<=q; end
end
endmodule
module delay_line #
(
    parameter N = 3,
    parameter DELAY = 5 
)
(
    input clk,
    input ce,
    input [N-1:0]idata,
    output [N-1:0]odata
);
wire [N-1:0] tdata [DELAY:0];
assign tdata[0] = idata;
genvar i;
generate
    if(0 == DELAY)
    begin
        assign odata = idata;
    end else
    begin
        for(i = 0; i < DELAY; i = i+1)
        begin
            delay #(
                .N(N)
            )
            del_i
            (
                .clk(clk),
                .ce(ce),
                .d(tdata[i]),
                .q(tdata[i+1])
            );
        end
        assign odata = tdata[DELAY];
    end  
endgenerate
endmodule
module half_img
# (
    parameter HALF_IMG_W = 32,
    parameter PX_WIDTH = 24 
)
(
    input clk,
    input de_in,
    input h_sync_in,
    input v_sync_in,
    input [PX_WIDTH-1:0] pixel_in, 
    output clk_out,
    output de_out,
    output h_sync_out,
    output v_sync_out,
    output [PX_WIDTH-1:0] pixel_right, 
    output [PX_WIDTH-1:0] pixel_left 
);
    wire [PX_WIDTH-1:0] pixel_del;
    delay_line #(
        .N(PX_WIDTH),
        .DELAY(HALF_IMG_W) 
    ) half_img_delay (
        .clk(clk),
        .ce(1'b1),
        .idata(pixel_in),
        .odata(pixel_del)
    );
    localparam IMG_H = 64;
    localparam IMG_W = 64;  
    reg [10:0]x_pos = 11'b0;  
    reg [9:0] y_pos = 10'b0;  
    always @(posedge clk)
    begin
        if(v_sync_in == 1'b1)  
        begin
            x_pos <= 11'b0;
            y_pos <= 10'b0;
        end
        else
        begin
            if(de_in == 1'b1)
            begin
                x_pos <= x_pos + 1;
                if(x_pos == IMG_W - 1)
                begin
                    x_pos <= 11'b0;
                    y_pos <= y_pos + 1;
                    if(y_pos == IMG_H - 1) y_pos <= 10'b0;
                end
            end  
        end  
    end  
    wire [10:0] col;
    wire [9:0] row;
    img_coordinates_counter #(
        .ROW_WIDTH(10),
        .COL_WIDTH(11)
    ) coordinates_counter (
        .clk(clk),
        .de_in(de_in),
        .h_sync_in(h_sync_in),
        .v_sync_in(v_sync_in),
        .row_out(row),
        .col_out(col)
    );
    wire valid = ((col >= HALF_IMG_W) && de_in) ? 1'b1 : 1'b0;
    generate
    if(24 == PX_WIDTH)  
    begin
        assign pixel_left = (valid) ? pixel_del : 24'h00ffff;
        assign pixel_right = (valid) ? pixel_in : 24'hff0000;
    end else
    begin
        assign pixel_left = (valid) ? pixel_del : 0;
        assign pixel_right = (valid) ? pixel_in : 0;
    end
    endgenerate
    assign h_sync_out = h_sync_in;
    assign v_sync_out = v_sync_in;
    assign de_out = de_in; 
    assign clk_out = clk; 
endmodule
module img_coordinates_counter #(
    ROW_WIDTH = 10,
    COL_WIDTH = 11
)
(
    input clk,
    input de_in,
    input h_sync_in,
    input v_sync_in,
    output [ROW_WIDTH - 1 : 0] row_out,
    output [COL_WIDTH - 1 : 0] col_out
);
    reg old_h_sync = 0;
    reg old_v_sync = 0;
    reg old_de = 0;
    reg new_row = 0;
    reg [ROW_WIDTH - 1 : 0] row = 0;
    reg [COL_WIDTH - 1 : 0] col = 0;
    always @(posedge clk)
    begin
        old_h_sync <= h_sync_in;
        old_v_sync <= v_sync_in;
        old_de <= de_in;
        if (old_h_sync == 1'b0 && h_sync_in == 1'b1)
        begin
            if (new_row)
            begin
                new_row <= 1'b0;
                row <= row+1;
                col <= 1'b0;
            end
        end
        else if(de_in == 1'b1 && old_de == 1'b0)  
        begin
            new_row <= 1'b1;
        end
        if(de_in == 1'b1)
        begin
            col <= col+1;
        end
        if (old_v_sync == 1'b0 && v_sync_in == 1'b1)  
        begin
            row <= 10'b0;
        end
    end  
    assign row_out = row;
    assign col_out = col;
endmodule
==> CHANGELOG.md <==
### Physical design

* Vias in the first global route at 5401
* # diodes at 0
* Die Y at 236 um
* HPWL after DPL at 5850 um
* Row count at roughly 85
* Area Growth Syn to Fin at 24.1%
* Share of flip-flops with an asynchronous set or reset at 0%
* Post-Syn Area per Cell at 18.4 um2
* CORE AREA at about 0.054 mm2
* Crit. End Element: output port
* Clock-pin slew on the worst setup and hold paths at 70 ps
* Tool warnings at 28
* Commonest flop: dfxtp_1
* Max Cap Viol at 0
* Register area share after synthesis at 96.0%
* LEAKAGE at slightly above 8 nW
* Placed Instances at 1655
* Largest net degree at the start of global routing at approximately 49
* Comb area leader: simple AND/OR/NAND/NOR gates
* Netlist cell types at 24
* Initial DRC count at between 200 and 250
* Number of enable flip-flop cells at 11
* Reg2reg setup slack at 6510 ps
* Fin area at between 0.02 and 0.025 mm2
* Routed wire length at roughly 14000 um
* Crit path DRT at 6640 ps
* Adders+Majority by Area at 0.152%
* Final slew viol count at 0
* Post-Syn Instances at 892
* Yosys warning total at 4
* Hold_sp: half_img_delay.genblk1.genblk1[27].del_i.q[22]$_DFF_P_
* Worst Path Class, Setup: clock port to output port
* Chip area at roughly 0.056 mm2
* AND/OR/NAND/NOR Cells, Area Fraction at 2.70%
* CTS tree: yes
* Pre-antenna DRT Iters at 4
* WHS Path Cells at 0
* Yosys aoi share at 0.411%
* Cell taking the most area after synthesis: dfxtp_1
* Final setup TNS at 0 ps
* GRT Util Overall at 5.44%
* ANT nets after route at 0
* Worst r2r src: coordinates_counter.col[0]$_SDFFCE_PN0P_
* Count of input and output buffers at 77
* CTS hold repair buffers at 0
* Placed inst area at 0.0180 mm2
* Setup-failing EPs final at 0
* RR Endpoint: coordinates_counter.col[8]$_SDFFCE_PN0P_
* Xor+xnor area frac at 0.160%
* Top cells by area, synth: dfxtp_1 94%, edfxtp_1 2.0%, and2_1 0.95%
* RSZ-0062 raised after global routing: false
* Cell Pwr Density at 356 mW/mm2
* Mux area share at 0.0609%
* Routed len/inst at about 8.1 um
* HP Class: register to register
* Mapped Area at 0.0164 mm2
* Layout cells sized above 1 at 10.5%
* Clock Latency Late Sink at 670 ps
* Area share, top type at a little over nine tenths
* Synth top cells by count: 771 x dfxtp_1, 25 x and2_1, 25 x nand2b_1, 11 x edfxtp_1, 7 x a21oi_1
* Max VDD drop at about 0.20 mV
* Post-CTS Setup Repair Bufs at 0
* Post-synth regs at 782
* Post-synth area from yosys stat at 0.0164 mm2
* Reg2reg path depth at 4
* CP startpoint kind: clock port
* Hold Crit Endpoint: half_img_delay.genblk1.genblk1[28].del_i.q[22]$_DFF_P_
* Initial Util at a little under a third
* Crit-path max FO at 2
* Measured slew at the worst slew-check pin at 628 ps
* Cell with the most instances after synthesis: dfxtp_1
* Status: finished clean
* GRT overflow at 0
* Die X at 236 um
* Routed vias/inst at 3.26
* Fin Hold WS at 317 ps
* Initial antenna violation count at 1
* Via Count at around 5.8k
* Post-CTS Resized at 0
* Worst EP arrival at 4790 ps
* Final Hold Fails at 0
* Num ports at 80
* First-pass GRT wire length at 24200 um
* Global placement routability congestion at approximately 0.69
* Total Power at 7.26 mW
* Clock skew after layout at 14.2 ps
* Drt drc at 0
* Fin cells at 1782
* Slew headroom at around 58%
* Yosys cell count at 892
layer usage:
layer	up-vias	global-route usage, %	share of wire [%]
met3	74	2.67	9.9
li1	3072	-	-
met2	223	7.30	39
met4	0	3.13	5.9
met5	-	0	0
met1	2441	7.28	45
stage by stage:
step / setup WS (ps) / util (%)
global placement: 2120 / 33.4
finish: 1850 / 37.8
detailed placement: 2120 / 33.4
floorplan: 2390 / -
CTS: 1840 / 37.8
global route: 1820 / 37.8
registers in the layout, summed over array words and instances, names as in the netlist:
signal and cells:
half_img_delay.genblk1.genblk1.del_i.q 768, coordinates_counter.col 11, coordinates_counter.new_row 1, coordinates_counter.old_de 1, coordinates_counter.old_h_sync 1
kinds of logic (layout without fill, tap and decap cells):
group	after synthesis	in the layout
and+or+nand+nor	75	75
DFF	782	782
adders and majority gates	2	2
AOI/OAI and AO/OA	12	12
xor gates and xnor gates	3	3
muxes	1	1
buffers and inverters	17	211
placed cells by master, fill, tap and decap left out, drive strengths merged:
cell           instances
clkinv                13
xor2                   2
clkbuf               107
nor2                   6
buf                    1
bufinv                 4
clkdlybuf4s50         77
nand2b                25
inv                    7
or4                    3
and2                  25
clkinvlp               2
nor2b                  1
a21oi                  7
o31ai                  3
o21ai                  2
xnor2                  1
ha                     2
nand2                  6
mux2i                  1
or3                    2
edfxtp                11
dfxtp                771
nand3                  5
nor4                   2
critical path, stage by stage:
cell and delay (ps):
clkbuf_16 120, clkbuf_16 130, clkdlybuf4s50_1 390
how the worst max path moves through the flow:
stage,from,end,slack [ps],cells past startpoint
after CTS,clk,clk_out,1840,3
final,clk,clk_out,1850,3
after global routing,clk,clk_out,1820,3
power by group:
group          internal (mW)  switching, mW  total (mW)
Combinational         0.0454         0.0243      0.0696
Sequential              3.97         0.0423        4.01
Clock                   1.93           1.25        3.18
Total                   5.94           1.32        7.26
cell type report:
| class | instances | area, um2 |
|---|---|---|
| Tap cell | 696 | 871 |
| Sequential cell | 782 | 15800 |
| Clock inverter | 20 | 220 |
| Inverter | 6 | 22.5 |
| Timing Repair Buffer | 77 | 768 |
| Multi-Input combinational cell | 93 | 584 |
| Clock buffer | 108 | 2160 |
| Fill cell | 4784 | 33500 |
Power and IR drop assume default switching activity.
