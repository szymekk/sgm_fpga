### flow/design.v
function integer digits_b10;
    input integer value;
    begin 
        for (digits_b10 = 0; value >= 1; digits_b10 = digits_b10 + 1)
        begin
            value = value/10;
        end
    end 
endfunction
task write_int_b10_to_file;
input integer number, out_file;
integer i, j, temp;
begin
    for (i=digits_b10(number); i > 0; i=i-1)
    begin
        temp = number;
        for (j=1; j < i; j=j+1)
        begin
            temp = temp / 10;
        end
        $fwrite(out_file, "%c", "0"+(temp % 10) );
    end
end
endtask
module argmin
(
    input_words,  
    min_value,  
    min_index  
);
function integer clog2;
    input integer value;
    begin 
        value = value - 1;
        for (clog2 = 0; value > 0; clog2 = clog2 + 1)
            value = value >> 1;
    end 
endfunction
parameter WIDTH = 2;  
parameter INPUTS = 8;
localparam INPUT_ARR_WIDTH = INPUTS*WIDTH;
localparam INDEX_BITS = clog2(INPUTS);
input [INPUT_ARR_WIDTH-1:0] input_words; 
output [WIDTH-1:0] min_value;
output [INDEX_BITS-1:0] min_index;
generate
if (0 >= WIDTH   ) begin : assertion_width_is_greater_than_zero
    WIDTH_should_be_greater_than_zero non_existing_module();
end
endgenerate
generate
if (clog2(INPUTS + 1) <= clog2(INPUTS)   ) begin : assertion_number_of_inputs_is_a_power_of_two
    for_now_input_should_be_a_power_of_two non_existing_module();
end
endgenerate
wire [WIDTH-1:0] array [1:(2*INPUTS)-1];  
wire [INDEX_BITS-1:0] indexes [1:(2*INPUTS)-1];  
genvar i;
generate
for (i = 0; i < INPUTS; i = i + 1) begin : unpack_inputs_to_array
    localparam [INDEX_BITS-1:0] INPUT_INDEX = i;  
    assign array[i + INPUTS][(WIDTH-1):0] = input_words[(WIDTH*i + (WIDTH-1)):(WIDTH*i)];
    assign indexes[i + INPUTS][(INDEX_BITS-1):0] = INPUT_INDEX;
end
endgenerate
generate
for (i = 1; i < INPUTS; i = i + 1) begin : gen_comparators
    sel_key_with_min_val #(
        .VALUE_WIDTH(WIDTH),
        .KEY_WIDTH(INDEX_BITS)
    ) comparator (
        .x1_val(array[2*i]),
        .x1_key(indexes[2*i]),
        .x2_val(array[2*i + 1]),
        .x2_key(indexes[2*i + 1]),
        .min_val(array[i]),
        .min_key(indexes[i])
    );
end
endgenerate
assign min_index = indexes[1];
assign min_value = array[1];
endmodule  
module sel_key_with_min_val #(
    VALUE_WIDTH = 8,
    KEY_WIDTH = 3
    )(
    input wire [VALUE_WIDTH-1:0] x1_val,
    input wire [KEY_WIDTH-1:0] x1_key,
    input wire [VALUE_WIDTH-1:0] x2_val,
    input wire [KEY_WIDTH-1:0] x2_key,
    output reg [VALUE_WIDTH-1:0] min_val,
    output reg [KEY_WIDTH-1:0] min_key
    );
    generate
    if (0 >= VALUE_WIDTH   ) begin : assertion_val_width
        VALUE_WIDTH_should_be_greater_than_zero non_existing_module();
    end
    endgenerate
    generate
    if (0 >= KEY_WIDTH   ) begin : assertion_key_width
        KEY_WIDTH_should_be_greater_than_zero non_existing_module();
    end
    endgenerate
    always @(*) begin
        if (x1_val <= x2_val) begin
            min_val = x1_val;
            min_key = x1_key;
        end
        else begin
            min_val = x2_val;
            min_key = x2_key;
        end
    end
endmodule
### flow/run.sh
#!/bin/bash
# OpenROAD 26Q1-2900-gdf79404cd8, Yosys 0.63+post, stock flow scripts
make -C /OpenROAD-flow-scripts/flow DESIGN_CONFIG=/design/flow/config.mk WORK_HOME=/design/flow/orfs finish
### flow/config.mk
export PLATFORM = sky130hd
export DESIGN_NAME = argmin
export DESIGN_NICKNAME = argmin
export VERILOG_FILES = /design/flow/design.v
export SDC_FILE = /design/flow/constraint.sdc
export NUM_CORES = 4
export LEC_CHECK = 1
export CORE_AREA = 10 10 70 70
export DIE_AREA = 0 0 80 80
### flow/constraint.sdc
current_design argmin

set clk_period 3.9
set clk_io_pct 0.2

create_clock -name clk0 -period $clk_period

set non_clock_inputs [all_inputs -no_clocks]
set_input_delay [expr $clk_period * $clk_io_pct] -clock clk0 $non_clock_inputs
set_output_delay [expr $clk_period * $clk_io_pct] -clock clk0 [all_outputs]
==> results.ini <==
[worst_setup_path]
critPathCaptureType = primary output
cp.required_ns = 3.12
cp_data_arrival_time_ns = 3.69
worstSetupStartpoint = input_words[7]
criticalPathCategory = in2out
cp-start-kind = input port
cp_max_fo = 4

[route]
post_drt_wl_per_cell_microns = 10.5
n_antenna_cell = 0
vias = 778
vias_per_cell = 4.12
wl_microns = 1990
final_antenna_net_count = 0
drtIter0Drc = 14
dr.pass1.iters = 4
drc_errors = 0

[placement]
gp_congestion = 0.711
post_dp_cell_area_sq_mm = 0.00117
port_buffers = 21
dp_hpwl_microns = 1410

[yosys]
synthMuxAreaShare = 0.139
yosys-stat-area_sq_um = 639
netlist_logic_family_top = adder cells
ys_warn_count = 2
ys_cells = 80
syn_area_sq_um = 639
synthSimpleGateAreaFrac = 0.223
ys_seq_frac = 0
fa_ha_area_frac = 0.333
xor_share = 0.0137
aoi_share = 0.221
syn_inst = 80
postSynthAreaPerCell_sq_um = 7.99
ys_types = 28

[grt]
grt_pass1_vias = 818
antenna_found_initial = 0
grt_pass1_wl_microns = 3380
grt_util_all_layers = 0.0599
grt_max_degree = 5
overflow = 0

[cells_and_area]
final.clkbuf_count = 0
layout-drive-gt1-share = 0.755
seq_area_sq_um = 0
flops = 0
final_area_sq_mm = 0.00146
area_growth_pct = 129
fillers = 327
final_util = 0.428

[sta]
finalHoldViolCount = 0
fin_setup_tns_ns = -1.89
hold_ws_ns = 2.39
setup_violations = 5
worst_pin_slew_ns = 0.246
period_used_share = 1.15
fmax_mhz = 224
maxSlewViolCount = 0
rsz0062_at_grt = true
timing.final.ws_setup_ns = -0.570
finalCriticalPeriod_ns = 4.47
slew-limit-headroom = 0.833

[floorplanning]
die_w_microns = 80
core_sq_mm = 0.00342
die_h_microns = 80
io_pins = 21
row_count = 21
initCoreUtil = 0.187
chipArea_sq_mm = 0.00640

[status]
failed_checks = negative setup slack
run_status = complete, but fails checks

[pwr]
p_total_uw = 415
p_leak_nw = 0.696
power_density_mw_per_mm2 = 284
ir_drop_mv = 0.126

[min_path]
hp-start = input_words[9]
min_to = min_index[0]
hp-class = in2out
whs_path_depth = 8

[cts]
holdBufCountCts = 0

[job]
warnings = 39
maxCapViolCount = 0

[worst max-delay path by stage]
stage | slack (ns) | cells past startpoint | end
4_1_cts | -0.53 | 19 | min_index[0]
5_1_grt | -0.66 | 19 | min_index[0]
6_report | -0.57 | 19 | min_index[0]
[worst max-delay path, cell delays in order]
cell      delay (ns)
buf_8           0.10
inv_4           0.04
ha_4            0.18
nor2b_4         0.12
o21ai_2         0.14
mux2i_1         0.26
inv_1           0.11
ha_4            0.28
nand2_4         0.05
o21ai_4         0.08
mux2_4          0.34
ha_4            0.28
nand2_4         0.04
o21ai_4         0.06
nor2_2          0.06
and2_1          0.15
a222oi_1        0.27
a21bo_1         0.24
buf_2           0.11
[cells in the mapped netlist]
library cell | number | area (sq um)
ha_1 | 17 | 213
inv_1 | 12 | 45.0
nand2_1 | 10 | 37.5
mux2i_1 | 4 | 40.0
nor2_1 | 4 | 15.0
nor2b_1 | 4 | 25.0
o21ai_2 | 4 | 35.0
o21ai_1 | 3 | 15.0
a21oi_1 | 2 | 10.0
nor2b_4 | 2 | 27.5
a21bo_1 | 1 | 10.0
a222oi_1 | 1 | 10.0
a31oi_1 | 1 | 6.26
a41oi_1 | 1 | 8.76
and2_1 | 1 | 6.26
and3_4 | 1 | 11.3
and3b_1 | 1 | 8.76
mux2_2 | 1 | 11.3
mux2_4 | 1 | 15.0
mux2i_4 | 1 | 22.5
nand2b_1 | 1 | 6.26
nor3_1 | 1 | 5.00
o21a_1 | 1 | 7.51
o21a_2 | 1 | 8.76
o21ai_0 | 1 | 5.00
o21ai_4 | 1 | 16.3
o22a_1 | 1 | 8.76
xnor2_1 | 1 | 8.76
[cells in the final DEF, fill, tap and decap left out, types with 2 or more instances in the layout]
| master | synthesis | layout |
|---|---|---|
| nand2_4 | 0 | 2 |
| inv_2 | 0 | 6 |
| ha_4 | 0 | 11 |
| nand2_2 | 0 | 3 |
| o21ai_1 | 3 | 2 |
| inv_4 | 0 | 2 |
| buf_4 | 0 | 36 |
| clkdlybuf4s15_2 | 0 | 2 |
| clkbuf_2 | 0 | 2 |
| nor2b_4 | 2 | 6 |
| dlygate4sd2_1 | 0 | 2 |
| buf_2 | 0 | 10 |
| o21ai_2 | 4 | 3 |
| o21ai_4 | 1 | 4 |
| nand2_1 | 10 | 5 |
| buf_6 | 0 | 7 |
| mux2_4 | 1 | 2 |
| inv_1 | 12 | 3 |
| nor2_2 | 0 | 3 |
| a21oi_1 | 2 | 2 |
| clkdlybuf4s15_1 | 0 | 2 |
| mux2i_1 | 4 | 3 |
| ha_1 | 17 | 6 |
[cell families (layout without fill, tap and decap cells)]
family / Yosys count / count (layout)
AND/OR/NAND/NOR: 25 / 25
AND-OR/OR-AND: 18 / 18
adder cells (fa/ha/maj): 17 / 17
buffers and inverters: 12 / 75
multiplexers: 7 / 7
XOR/XNOR: 1 / 1
[layer usage]
metal  routed length, microns  share of wire  GRT usage  up-vias
met5                        0              0          0        -
met4                        0              0          0        0
met3                       88          0.044     0.0102        0
met2                      994           0.50      0.104       14
met1                      909           0.46     0.0794      359
li1                         -              -          -      405
[final cells by class]
type | instances | area (sq um) | area share
Multi-Input combinational cell | 68 | 838 | 0.573
Timing Repair Buffer | 63 | 504 | 0.345
Inverter | 12 | 62.6 | 0.0428
Tap cell | 46 | 57.6 | 0.0393
[what timing repair did]
action	in CTS	in global routing
endpoints found under the setup margin	5	5
gates resized	104	18
pin swaps	24	7
setup buffers	10	6
[power breakdown]
group	leakage, nW	switching (mW)	internal (mW)
clock network	0	0	0
logic	0.696	0.159	0.256
registers	0	0	0
total	0.696	0.159	0.256
[metrics by stage]
stage | std cells | setup slack, ns
2_1_floorplan | 80 | -0.303
3_3_place_gp | 174 | -1.29
3_5_place_dp | 174 | -1.32
4_1_cts | 184 | -0.532
5_1_grt | 189 | -0.663
6_report | 189 | -0.570
No activity file was given, so power comes from the tool's default toggle rates.
