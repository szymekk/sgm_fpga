<file path="design/flow/design.v">
function integer digits_b10;
    input integer value;
    begin 
        for (digits_b10 = 0; value >= 1; digits_b10 = digits_b10 + 1)
        begin
            value = value/10;
        end
    end 
endfunction
task write_int_b10_to_file;
input integer number, out_file;
integer i, j, temp;
begin
    for (i=digits_b10(number); i > 0; i=i-1)
    begin
        temp = number;
        for (j=1; j < i; j=j+1)
        begin
            temp = temp / 10;
        end
        $fwrite(out_file, "%c", "0"+(temp % 10) );
    end
end
endtask
module argmin_8
(
    input_words, 
    min_value,
    min_index
);
function integer clog2;
    input integer value;
    begin 
        value = value - 1;
        for (clog2 = 0; value > 0; clog2 = clog2 + 1)
            value = value >> 1;
    end 
endfunction
parameter WIDTH = 2;
localparam INPUTS = 8;
localparam INPUT_ARR_WIDTH = INPUTS*WIDTH;
localparam INDEX_BITS = clog2(INPUTS);
input [INPUT_ARR_WIDTH-1:0] input_words; 
output [WIDTH-1:0] min_value;
output [INDEX_BITS-1:0] min_index;
generate
if (0 >= WIDTH   ) begin : assertion
    WIDTH_should_be_greater_than_zero non_existing_module();
end
endgenerate
generate
if (clog2(INPUTS + 1) <= clog2(INPUTS)   ) begin : assertion_number_of_inputs_is_a_power_of_two
    for_now_input_should_be_a_power_of_two non_existing_module();
end
endgenerate
wire [WIDTH-1:0] array [0:INPUTS-1];
genvar unpk_idx;
generate
for (unpk_idx=0; unpk_idx<(INPUTS); unpk_idx=unpk_idx+1) begin : unpack_to_array
    assign array[unpk_idx][((WIDTH)-1):0] = input_words[((WIDTH)*unpk_idx+(WIDTH-1)):((WIDTH)*unpk_idx)];
end
endgenerate
wire [WIDTH-1:0] value_l1[0:3];
wire [INDEX_BITS-1:0] index_l1[0:3];
genvar i;
generate  
for (i=0; i<INPUTS; i=i+2) begin :gen_comps_lvl1
    localparam [INDEX_BITS-1:0] INPUT_INDEX = i;  
    sel_key_with_min_val #(
        .VALUE_WIDTH(WIDTH),
        .KEY_WIDTH(INDEX_BITS)
    ) clvl1 (
        .x1_val(array[i]),
        .x1_key(INPUT_INDEX),
        .x2_val(array[i+1]),
        .x2_key(INPUT_INDEX + 1'd1),
        .min_val(value_l1[i/2]),
        .min_key(index_l1[i/2])
    );
end
endgenerate
wire [WIDTH-1:0] value_l2[0:1];
wire [INDEX_BITS-1:0] index_l2[0:1];
generate  
for (i=0; i<INPUTS/2; i=i+2) begin :gen_comps_lvl2
    sel_key_with_min_val #(
        .VALUE_WIDTH(WIDTH),
        .KEY_WIDTH(INDEX_BITS)
    ) clvl2 (
        .x1_val(value_l1[i]),
        .x1_key(index_l1[i]),
        .x2_val(value_l1[i+1]),
        .x2_key(index_l1[i+1]),
        .min_val(value_l2[i/2]),
        .min_key(index_l2[i/2])
    );
end
endgenerate
wire [WIDTH-1:0] value_l3[0:0];
wire [INDEX_BITS-1:0] index_l3[0:0];
generate  
for (i=0; i<INPUTS/4; i=i+2) begin :gen_comps_lvl3
    sel_key_with_min_val #(
       .VALUE_WIDTH(WIDTH),
       .KEY_WIDTH(INDEX_BITS)
    ) clvl3 (
        .x1_val(value_l2[i]),
        .x1_key(index_l2[i]),
        .x2_val(value_l2[i+1]),
        .x2_key(index_l2[i+1]),
        .min_val(value_l3[i/2]),
        .min_key(index_l3[i/2])
);
end
endgenerate
assign min_index = index_l3[0];
assign min_value = value_l3[0];
endmodule  
module sel_key_with_min_val #(
    VALUE_WIDTH = 8,
    KEY_WIDTH = 3
    )(
    input wire [VALUE_WIDTH-1:0] x1_val,
    input wire [KEY_WIDTH-1:0] x1_key,
    input wire [VALUE_WIDTH-1:0] x2_val,
    input wire [KEY_WIDTH-1:0] x2_key,
    output reg [VALUE_WIDTH-1:0] min_val,
    output reg [KEY_WIDTH-1:0] min_key
    );
    generate
    if (0 >= VALUE_WIDTH   ) begin : assertion_val_width
        VALUE_WIDTH_should_be_greater_than_zero non_existing_module();
    end
    endgenerate
    generate
    if (0 >= KEY_WIDTH   ) begin : assertion_key_width
        KEY_WIDTH_should_be_greater_than_zero non_existing_module();
    end
    endgenerate
    always @(*) begin
        if (x1_val <= x2_val) begin
            min_val = x1_val;
            min_key = x1_key;
        end
        else begin
            min_val = x2_val;
            min_key = x2_key;
        end
    end
endmodule
</file>
<file path="design/flow/run.sh">
#!/bin/bash
# OpenROAD 26Q1-2900-gdf79404cd8, Yosys 0.63+post, stock flow scripts
make -C /OpenROAD-flow-scripts/flow DESIGN_CONFIG=/design/flow/config.mk WORK_HOME=/design/flow/orfs finish
</file>
<file path="design/flow/config.mk">
export PLATFORM = sky130hd
export DESIGN_NAME = argmin_8
export DESIGN_NICKNAME = argmin_8
export VERILOG_FILES = /design/flow/design.v
export SDC_FILE = /design/flow/constraint.sdc
export NUM_CORES = 4
export LEC_CHECK = 1
export CORE_AREA = 10 10 70 70
export DIE_AREA = 0 0 80 80
</file>
<file path="design/flow/constraint.sdc">
current_design argmin_8

set clk_period 2.9
set clk_io_pct 0.2

create_clock -name clk0 -period $clk_period

set non_clock_inputs [all_inputs -no_clocks]
set_input_delay [expr $clk_period * $clk_io_pct] -clock clk0 $non_clock_inputs
set_output_delay [expr $clk_period * $clk_io_pct] -clock clk0 [all_outputs]
</file>
==> CHANGELOG.md <==
## Implementation

* Arr. time, crit path at 3520 ps
* FFs & Latches at 0
* Initial antenna violation count at 0
* Failing checks: setup timing
* Most frequent cell after synthesis: ha_1
* Area leader share at 33.3%
* Crit path capture type: output port
* Hold WC Path Type: input port to output port
* Vias in the first global route at 777
* Iteration-0 DRC Markers at 23
* Achievable clock frequency at 244 MHz
* IO Count at 21
* Crit path DRT at 2320 ps
* Peak VDD IR at 216 uV
* Period utilization at 141%
* Post-DP HPWL at 1500 um
* Cell area after layout at 1480 sq um
* Setup_tns at -4860 ps
* First-pass GRT wire length at 3260 um
* Area reported by Yosys stat at 639 sq um
* Worst hold-check slack at 1890 ps
* Xor/xnor share at 1.37%
* Site Rows at 21
* Max FO, Critical Path at 4
* Layout cells sized above 1 at 73.4%
* Gr usage total at 5.85%
* Total number of vias at 779
* AND-OR/OR-AND Cells, Area Fraction at 22.1%
* Fin. Hold Viols at 0
* Final wirelength at 2000 um
* Syn Area/Cell at 7.99 sq um
* Syn. warnings at 2
* Final Setup Violations at 5
* Simple Share, Synth at 22.3%
* Commonest cells post-synth: ha_1 (17), inv_1 (12), nand2_1 (10)
* Vias/cell at 4.12
* GRT overflow at 0
* Area Overhead vs Synth at 132%
* CP Class: input port to output port
* Filler cells at 318
* Leading area contributor after synthesis: ha_1
* CTS Hold Buffers Added at 0
* Synthesized cell area at 639 sq um
* Die Area at 6400 sq um
* Post-layout util at 43.3%
* # DRC at 0
* Power Density at 371 nW/um^2
* Top logic family: adder cells
* Storage element area at 0 sq um
* Tool warnings at 39
* Core area at 3420 sq um
* Post-synth seq share at 0%
* Crit path launch type: input port
* Clkbuf count at 0
* Slew HR at 79.6%
* RSZ-0062 raised after global routing: true
* FP Util at 18.7%
* Final std cells w/o fill at 189
* Die Span Y at 80 um
* Post-route antenna net violation count at 0
* Final GP Congestion at 0.799
* Routed len/inst at 10.6 um
* Dpl cell area at 1250 sq um
* Placed cells at 175
* Die width at 80 um
* TritonRoute pass-1 iters at 4
* Status: complete, but fails checks
* Port bufs at 21
* Mux share at 13.9%
* Adders+Majority by Area at 33.3%
* Slew Limit Fails at 0
* Yosys Instances at 80
* Tmin final at 4100 ps
* Number of max-cap violations at 0
* Largest net degree at the start of global routing at 5
* Slew @ Worst Pin at 306 ps
* Setup slack after layout at -1200 ps
* Biggest area cells: ha_1 (33%), inv_1 (7.0%), mux2i_1 (6.3%), nand2_1 (5.9%), o21ai_2 (5.5%)
* Lkg Pwr at 0.697 nW
* Antenna Cells at 0
* Yosys cell types at 28
* Post-Syn Instances at 80
## repair_timing
item / 4_1_cts / 5_1_grt
cloned: 0 / 0
setup buffers: 11 / 4
endpoints found under the hold margin: 0 / 0
resized: 60 / 41
endpoints found under the setup margin: 5 / 5
pin swaps: 21 / 22
## routing by layer
metal / wire [um] / global-route usage (%) / vias up / share of wire, %
met5: 0 / 0 / - / 0
met4: 0 / 0 / 0 / 0
met3: 92 / 0.909 / 0 / 4.6
met2: 982 / 9.95 / 18 / 49
met1: 927 / 8.01 / 353 / 46
li1: - / - / 408 / -
## final timing paths
path	start	to	slack (ps)	depth (start not counted)
worst max-delay path	input_words[11]	min_index[0]	-1200	17
worst min-delay path	input_words[3]	min_value[1]	1890	7
## stage by stage
step / worst slack, ps / power, mW
final: -1200 / 0.548
after global routing: -1370 / 0.599
after CTS: -1260 / 0.468
after detailed placement: -2050 / 0.407
after global placement: -1990 / 0.403
after floorplan: -900 / 0.211
## cells by family (layout without fill, tap and decap cells)
group / count (synthesis) / after routing
AND-OR/OR-AND: 18 / 18
XOR/XNOR: 1 / 1
adder cells (fa/ha/maj): 17 / 17
buffers and inverters: 12 / 75
multiplexers: 7 / 7
AND/OR/NAND/NOR: 25 / 25
## power breakdown
part           switching [mW]  total [mW]  internal [mW]
clock                       0           0              0
sequential                  0           0              0
combinational           0.215       0.548          0.333
total                   0.215       0.548          0.333
## cell usage in the layout (no fill, tap or decap), drive strengths merged, types with 2 or more instances in the layout
cell / count
buf: 52
ha: 17
inv: 12
nand2: 10
o21ai: 9
nor2b: 6
clkdlybuf4s15: 6
mux2i: 5
nor2: 4
clkbuf: 3
mux2: 2
a21oi: 2
dlygate4sd2: 2
o21a: 2
## layout make-up
type / count / area [sq um] / share of cell area [%]
Multi-Input combinational cell: 68 / 853 / 57.6
Timing Repair Buffer: 63 / 504 / 34.1
Inverter: 12 / 65.1 / 4.40
Tap cell: 46 / 57.6 / 3.89
## critical path: stages
cell      delay (ps)
buf_6            100
inv_4             50
ha_4             190
nor2b_4          120
o21ai_2          170
mux2_4           360
xnor2_2          140
o22a_1           170
and3b_1          180
ha_1             310
nor2b_4          140
o21ai_4          180
nor2_4            60
and2_4           130
a222oi_1         270
a21bo_1          240
buf_2            110
Power figures rest on the tool's default switching activity, not on a simulated workload.
